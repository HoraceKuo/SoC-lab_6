**design/flow/run.sh**
```bash
#!/bin/bash
# OpenROAD 26Q1-2900-gdf79404cd8, Yosys 0.63+post, stock flow scripts
make -C /OpenROAD-flow-scripts/flow DESIGN_CONFIG=/design/flow/config.mk WORK_HOME=/design/flow/orfs finish
```
**design/flow/config.mk**
```make
export PLATFORM = sky130hd
export DESIGN_NAME = debug_regs
export DESIGN_NICKNAME = debug_regs
export VERILOG_FILES = /design/flow/design.v
export SDC_FILE = /design/flow/constraint.sdc
export NUM_CORES = 4
export LEC_CHECK = 1
export CORE_UTILIZATION = 50
```
**design/flow/constraint.sdc**
```tcl
current_design debug_regs

set clk_period 2.7
set clk_io_pct 0.2

create_clock -name clk0 -period $clk_period [get_ports {wb_clk_i}]

set non_clock_inputs [all_inputs -no_clocks]
set_input_delay [expr $clk_period * $clk_io_pct] -clock clk0 $non_clock_inputs
set_output_delay [expr $clk_period * $clk_io_pct] -clock clk0 [all_outputs]
```
**design/flow/design.v**
```verilog
`default_nettype none
module debug_regs (    
    input wb_clk_i,
    input wb_rst_i,
    input wbs_stb_i,
    input wbs_cyc_i,
    input wbs_we_i,
    input [3:0] wbs_sel_i,
    input [31:0] wbs_dat_i,
    input [31:0] wbs_adr_i,
    output reg wbs_ack_o,
    output reg [31:0] wbs_dat_o);
    reg [31:0] debug_reg_1;
    reg [31:0] debug_reg_2;
    always @(posedge wb_clk_i or posedge wb_rst_i) begin
        if (wb_rst_i) begin
            debug_reg_1 <=0;
            debug_reg_2 <=0;
            wbs_dat_o   <=0;
            wbs_ack_o   <=0;
        end else if (wbs_cyc_i && wbs_stb_i && wbs_we_i && !wbs_ack_o && (wbs_adr_i[3:0]==4'hC||wbs_adr_i[3:0]==4'h8))begin  
            debug_reg_1[7:0]    <= ((wbs_adr_i[3:0]==4'h8) && wbs_sel_i[0])?  wbs_dat_i[7:0]   :debug_reg_1[7:0];
            debug_reg_1[15:8]   <= ((wbs_adr_i[3:0]==4'h8) && wbs_sel_i[1])?  wbs_dat_i[15:8]  :debug_reg_1[15:8];
            debug_reg_1[23:16]  <= ((wbs_adr_i[3:0]==4'h8) && wbs_sel_i[2])?  wbs_dat_i[23:16] :debug_reg_1[23:16];
            debug_reg_1[31:24]  <= ((wbs_adr_i[3:0]==4'h8) && wbs_sel_i[3])?  wbs_dat_i[31:24] :debug_reg_1[31:24];
            debug_reg_2[7:0]    <= ((wbs_adr_i[3:0]==4'hC) && wbs_sel_i[0])?  wbs_dat_i[7:0]   :debug_reg_2[7:0];
            debug_reg_2[15:8]   <= ((wbs_adr_i[3:0]==4'hC) && wbs_sel_i[1])?  wbs_dat_i[15:8]  :debug_reg_2[15:8];
            debug_reg_2[23:16]  <= ((wbs_adr_i[3:0]==4'hC) && wbs_sel_i[2])?  wbs_dat_i[23:16] :debug_reg_2[23:16];
            debug_reg_2[31:24]  <= ((wbs_adr_i[3:0]==4'hC) && wbs_sel_i[3])?  wbs_dat_i[31:24] :debug_reg_2[31:24];
            wbs_ack_o <= 1;
        end else if (wbs_cyc_i && wbs_stb_i && !wbs_we_i && !wbs_ack_o && (wbs_adr_i[3:0]==4'hC||wbs_adr_i[3:0]==4'h8)) begin  
            wbs_dat_o <= ((wbs_adr_i[3:0]==4'hC)) ? debug_reg_2 : debug_reg_1; 
            wbs_ack_o <= 1;
        end else begin 
            wbs_ack_o <= 0;
            wbs_dat_o <= 0;
        end
    end
endmodule
`default_nettype wire
```
==> results.sh <==
# yosys + openroad results
export IMPL_io_pin_count=106
export IMPL_antenna_found_initial=0
export IMPL_max_cap_violations=0
export IMPL_chipArea_um2=8930
export IMPL_dpl_hpwl_um=4920
export IMPL_path_class="input pin to flip-flop"
export IMPL_antennaDiodeCount=0
export IMPL_p_sw_frac=0.222
export IMPL_drive_gt1_frac=0.340
export IMPL_crit_path_start_kind="input pin"
export IMPL_clk_latency_ns=0.35
export IMPL_antenna_left=0
export IMPL_critPathMaxFanout=9
export IMPL_initCoreUtil=0.518
export IMPL_cts_resized=0
export IMPL_dieHeight_um=94.5
export IMPL_cts_tree="yes"
export IMPL_rows=33
export IMPL_setup_viol=0
export IMPL_hp_class="flip-flop to flip-flop"
export IMPL_htreeDepth=3
export IMPL_critical_path_arrival_ns=2.24
export IMPL_clkSlewWorstSetupHoldPaths_ns=0.09
export IMPL_worst_path_buf_inv=1
export IMPL_hold_buffers=0
export IMPL_first_pass_iters=4
export IMPL_core_area_um2=8260
export IMPL_vias=2448
export IMPL_relSlewSlack=0.599
export IMPL_internal_power_mw=2.28
export IMPL_clock_power_share=0.363
export IMPL_crit_chain="clkdlybuf4s50_1, and4bb_2, nand4_4, mux2_1"
export IMPL_routed_via_density=5.12
export IMPL_crit_slowest_cell="and4bb_2"
export IMPL_p_leak_nw=2.57
export IMPL_p_per_area_nw_per_um2=545
export IMPL_grt_ovfl_total=0
export IMPL_crit_required_ns=2.93
export IMPL_hold_violations=0
export IMPL_p_seq_frac=0.533
export IMPL_ys_flops=97
export IMPL_critPathTopFamily="simple AND/OR/NAND/NOR gates"
export IMPL_wl_per_cell_um=16.3
export IMPL_postCtsSetupBuffers=0
export IMPL_grt_pass1_vias=2519
export IMPL_drt_iter0_drc=61
export IMPL_p_sw_uw=649
export IMPL_slowest_delay_ns=0.62
export IMPL_rsz0062_at_grt="no"
export IMPL_cts_sinks=97
export IMPL_synth_cell_types=15
export IMPL_tns_ns=0
export IMPL_clk_path_buf_depth=2
export IMPL_warning_count=54
export IMPL_max_freq_mhz=499
export IMPL_grt_pass1_wl_um=12900
export IMPL_grt_use_total=0.194
export IMPL_syn_to_final_growth_pct=25.7
export IMPL_fin_skew_ns=0.00862
export IMPL_outcome="finished clean"
export IMPL_syn_inst=287
export IMPL_cts_root_buf="clkbuf_8"
export IMPL_ys_seq_frac=0.567
export IMPL_drc_errors=0
export IMPL_yosys_warnings=1
export IMPL_final_min_clock_period_ns=2.00
export IMPL_syn_avg_cell_area_um2=14.9
export IMPL_die_w_um=94.5
export IMPL_vdd_drop_max_uv=275
export IMPL_period_used=0.742
export IMPL_yosys_cells=287
export IMPL_grt_max_degree=98
export IMPL_tightest_slew_ns=0.602
export IMPL_worst_setup_path_end_kind="flip-flop"
export IMPL_syn_cell_area_um2=4280
export IMPL_cts_buffers_inserted=9
export IMPL_yosys_area_um2=4280
export IMPL_gp_congestion=0.740
export IMPL_drt_wl_total_um=7770
export IMPL_pwr_share_comb=0.104
export IMPL_portBuffers=77
export IMPL_maxSlewViolCount=0
export IMPL_fin_util=0.651
## layout by cell type (no fill, tap or decap), drive strengths merged
| cell type | count |
|---|---|
| dfrtp | 97 |
| mux2 | 96 |
| clkdlybuf4s50 | 75 |
| mux2i | 32 |
| nor2 | 32 |
| clkbuf | 12 |
| buf | 10 |
| nand4 | 8 |
| clkinvlp | 3 |
| bufinv | 2 |
| nor2b | 2 |
| and4bb | 1 |
| nand2 | 1 |
| inv | 1 |
| and2 | 1 |
## final timing paths
| check | endpoint | cells after the start | slack (ns) | startpoint |
|---|---|---|---|---|
| max reg2reg | debug_reg_1[23] | 4 | 1.20 | wbs_ack_o |
| max in group asynchronous | wbs_dat_o[23] | 3 | 1.63 | wb_rst_i |
| min reg2reg | debug_reg_2[15] | 1 | 0.50 | debug_reg_2[15] |
| min in group asynchronous | wbs_dat_o[3] | 3 | 0.67 | wb_rst_i |
| min | debug_reg_2[15] | 1 | 0.50 | debug_reg_2[15] |
| max | debug_reg_1[23] | 4 | 0.70 | wbs_adr_i[0] |
## flip-flops by register name, summed over array words and instances (netlist names)
signal / cells
wbs_ack_o: 1
wbs_dat_o: 32
debug_reg_2: 32
debug_reg_1: 32
## per-stage QoR
stage	setup slack [ns]	std cells	area [um2]	hold WS, ns	total power [mW]
global placement	0.346	462	5150	0.469	1.89
floorplan	1.01	287	4280	0.459	1.78
detailed placement	0.329	462	5150	0.482	1.90
finish	0.696	478	5380	0.497	2.93
CTS	0.719	478	5380	0.502	2.97
global route	0.627	478	5380	0.518	3.06
## cell usage after synthesis
cell	instances	area (um2)
nor2b_1	2	12.5
mux2_4	4	60.1
mux2i_1	32	320
nand4_4	8	170
buf_2	9	45.0
buf_4	5	37.5
buf_12	1	20.0
nand2_1	1	3.75
and4bb_2	1	12.5
and2_1	1	6.26
mux2_1	5	56.3
mux2_2	87	980
nor2_1	32	120
inv_1	2	7.51
dfrtp_1	97	2430
## routing by layer
metal	vias to the layer above	wire length, um	global-route usage	share of wire
li1	1180	-	-	-
met1	1213	3920	0.329	0.50
met2	48	3440	0.286	0.44
met3	7	341	0.0392	0.044
met4	0	78	0.0189	0.010
met5	-	0	0	0
## cell families (layout without fill, tap and decap cells)
kind of cell,count (synthesis),count (layout),share of synthesized area
buffers and inverters,17,103,0.0257
flip-flops,97,97,0.567
AND/OR/NAND/NOR,45,45,0.0760
multiplexers,128,128,0.331
## power by group through the flow
stage,Clock [mW],Combinational [mW],Sequential [mW]
CTS,1.10,0.310,1.56
global route,1.15,0.333,1.57
finish,1.06,0.304,1.56
## area by class of cell
| class | instances | area (um2) |
|---|---|---|
| Inverter | 2 | 11.3 |
| Sequential cell | 97 | 2430 |
| Tap cell | 105 | 131 |
| Timing Repair Buffer | 85 | 833 |
| Multi-Input combinational cell | 173 | 1740 |
| Clock inverter | 4 | 75.1 |
| Clock buffer | 12 | 155 |
| Fill cell | 623 | 2880 |
No activity file was given, so power comes from the tool's default toggle rates.
